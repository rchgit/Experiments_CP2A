==> design.v <==
`timescale 1ns / 1ps
module DRAP_Imemory (data_out, data_in, address, clk, write);
	parameter B = 32;  
	parameter W = 7;  
	output [B-1: 0] data_out;
	input [B-1: 0] data_in;
	input [W-1: 0] address;
	input clk, write;
	reg [B-1: 0] Imemory [2**W-1: 0];
	assign data_out = Imemory[address];
		always @ (posedge clk)
			if (write) Imemory[address] = data_in;
endmodule
==> run.sh <==
#!/bin/bash
# OpenROAD 26Q1-2900-gdf79404cd8, Yosys 0.63+post, stock flow scripts
make -C /OpenROAD-flow-scripts/flow DESIGN_CONFIG=/design/flow/config.mk WORK_HOME=/design/flow/orfs finish
==> config.mk <==
export PLATFORM = sky130hd
export DESIGN_NAME = DRAP_Imemory
export DESIGN_NICKNAME = DRAP_Imemory
export VERILOG_FILES = /design/flow/design.v
export SDC_FILE = /design/flow/constraint.sdc
export NUM_CORES = 4
export LEC_CHECK = 1
export CORE_UTILIZATION = 50
==> constraint.sdc <==
current_design DRAP_Imemory

set clk_period 106.3
set clk_io_pct 0.2

create_clock -name clk0 -period $clk_period [get_ports {clk}]

set non_clock_inputs [all_inputs -no_clocks]
set_input_delay [expr $clk_period * $clk_io_pct] -clock clk0 $non_clock_inputs
set_output_delay [expr $clk_period * $clk_io_pct] -clock clk0 [all_outputs]
==> datasheet_impl.txt <==
Table: implementation figures

Parameter                              Value

Floorplan
  Width of the chip    562 um
  Die Span Y    562 um
  Floorplan Utilization    0.503
  Ports    73
  Number of cell rows    205
  Overall chip area    0.315 mm2
  Area inside the core boundary    0.312 mm2

Clock tree
  Number of H-tree levels    5
  Max clock buf depth    4
  Buffers inserted during post-CTS setup optimization    0
  Register clock-pin slew on the reported worst setup and hold paths    0.06 ns
  CTS sink cnt    4096
  Number of buffers created by CTS    417
  Gates resized, CTS repair    0
  Post-CTS Hold Buffers    0
  Clock Tree Root    sky130_fd_sc_hd__clkbuf_16
  TritonCTS clock tree    built

Run
  Count of maximum capacitance violations    1
  Tally of OpenROAD warnings    27

Setup path
  Crit path arrival time    27.74 ns
  Critical Path Sink Type    primary output
  Required time of the critical path    85.04 ns
  CP max FO    43
  Crit path launch    address[2]
  Kind of launch point of the worst setup path    primary input
  Path type of the worst setup path    primary input to primary output

Timing
  Final number of setup-violating endpoints    0
  Worst hold margin    20.64 ns
  Post-layout minimum cycle time    49.00 ns
  Relative slew slack    -0.242
  Worst-Margin Slew    1.86 ns
  Unrepaired setup endpoints after global routing    false
  Number of max-slew violations in the final report    13
  Final worst-path cycle share    0.461
  Setup TNS    0 ns
  Maximum achievable frequency    20.4 MHz
  Final hold violation count    0

Pwr
  PD cells    19.4 mW/mm2
  Worst IR Drop VDD    0.0165 mV
  Leakage component of the power    55.1 nW

Yosys
  Area of the mapped netlist    0.157 mm2
  Sequential fraction of the synthesis area    0.785
  Flip-flop cell with the highest count after synthesis    sky130_fd_sc_hd__edfxtp_1
  Count of flip-flops with a built-in enable after synthesis    4096
  Post-synth cell types    75
  Number of standard cells reported by yosys    8922
  Mean area per synthesized cell    17.6 um2
  Flip-flop and latch count after synthesis    4096
  Share of synthesized registers carrying an async set or reset    0
  Post-synthesis chip area from yosys    0.157 mm2
  Yosys warns    1
  Mapped Cells    8922

Global route
  Maximum number of pins on one net before global-route repair    98
  Antenna violations before repair    56
  Wire length of the first global-routing pass    786 mm
  Overall overflow remaining after global route    0
  Total track usage    0.410
  Via count of the first global-routing pass    99.3k

Route
  Total DRC errors in the routed layout    0
  Vias per cell    6.93
  Iteration-0 DRC count of the detailed router    8002
  Average routed wire per standard cell    41.7 um
  Via total after detailed routing    95.4k
  Post-detailed-route count of antenna-violating nets    0
  First-pass iteration count of the detailed router    8
  Routed WL    573 mm

Outcome
  Status    finished, violations left
  Violated checks    capacitance limit, slew limit

Place
  Buffers on Ports    72
  HPWL after detailed placement    339 mm
  Placer's final routability congestion estimate    0.986

Finish
  Top cells excl fill/tap    4096 x sky130_fd_sc_hd__edfxtp_1, 847 x sky130_fd_sc_hd__a221oi_1, 555 x sky130_fd_sc_hd__buf_4
  Most frequent logic cell in the layout    sky130_fd_sc_hd__edfxtp_1
  Layout-stage area growth over the synthesis result    13.9%
  Flip-flop count of the largest register after layout    4096
  # fillers    22.5k
  Layout cell share with drive strength beyond 1    0.181

Hold path
  Hold wc startpoint    data_in[7]
  Path type of the worst min-delay path    primary input to flop
area by class of cell:
type / instances / area (um2) / share of cell area
antenna: 74 / 185 / 0.00104
sequential: 4096 / 123000 / 0.690
clock inverter: 270 / 2780 / 0.0156
tap: 4140 / 5180 / 0.0290
inverter: 7 / 50.0 / 0.000281
timing repair buffer: 604 / 4760 / 0.0267
clock buffer: 485 / 10700 / 0.0601
multi-input combinational: 4092 / 31700 / 0.178
cells in the mapped netlist, drive strengths merged (21+ instances only):
master / number / area, um2
o221ai: 49 / 429
a22o: 43 / 377
a31oi: 21 / 131
buf: 403 / 1930
o2bb2ai: 25 / 219
nand3: 27 / 135
nand3b: 31 / 233
mux2: 279 / 3140
o21ai: 326 / 1630
a21oi: 425 / 2130
a222oi: 44 / 440
a221oi: 847 / 7420
edfxtp: 4096 / 123000
nand2: 241 / 905
o22ai: 170 / 1060
nor2b: 108 / 676
clkbuf: 324 / 1220
nand2b: 22 / 138
mux4: 70 / 1580
o22a: 31 / 272
a22oi: 468 / 3510
mux2i: 127 / 1270
a221o: 64 / 641
nor3: 43 / 215
nor2: 291 / 1090
a211oi: 43 / 323
logic make-up (layout without fill, tap and decap cells):
family	count (synthesis)	after routing	synth area share
other	0	74	0
and+or+nand+nor	885	885	0.0274
AOI/OAI and AO/OA	2731	2731	0.129
muxes	476	476	0.0382
DFF	4096	4096	0.785
buffers and inverters	734	1366	0.0203
routing by layer:
layer,part of all wire,up-vias,track usage
li1,-,38200,-
met1,0.28,46700,0.449
met2,0.42,8716,0.523
met3,0.23,1630,0.392
met4,0.067,102,0.204
met5,0.0059,-,0.0881
critical path: stages:
cell,delay (ns)
sky130_fd_sc_hd__buf_8,0.23
sky130_fd_sc_hd__buf_4,0.58
sky130_fd_sc_hd__buf_4,0.60
sky130_fd_sc_hd__buf_4,0.50
sky130_fd_sc_hd__buf_4,0.48
sky130_fd_sc_hd__buf_4,0.56
sky130_fd_sc_hd__nor2_4,0.07
sky130_fd_sc_hd__buf_4,0.35
sky130_fd_sc_hd__a221oi_1,0.44
sky130_fd_sc_hd__o21ai_0,0.16
sky130_fd_sc_hd__o211a_1,0.22
sky130_fd_sc_hd__nor4_2,1.04
sky130_fd_sc_hd__nand4b_1,0.50
sky130_fd_sc_hd__clkdlybuf4s50_1,0.55
worst paths after layout:
path | endpoint | depth (start not counted) | slack [ns]
worst max-delay path | data_out[24] | 14 | 57.30
worst min-delay path | Imemory[14][7]$_DFFE_PP_ | 1 | 20.64
through the flow:
stage,power [W],utilization,cells,cell area (um2),setup WS [ns]
global route,0.00353,0.572,13700,178000,57.17
global placement,0.00203,0.528,12900,165000,56.83
CTS,0.00346,0.572,13700,178000,56.99
finish,0.00346,0.572,13800,178000,57.30
detailed placement,0.00203,0.528,12900,165000,57.03
floorplan,0.00191,-,8922,157000,61.70
power breakdown:
| part | switching (W) | internal (W) |
|---|---|---|
| sequential | 0.00000133 | 0.00178 |
| combinational | 0.000168 | 0.0000541 |
| clock | 0.000625 | 0.000829 |
| total | 0.000794 | 0.00267 |
Power and IR drop assume default switching activity.
