$ cat /design/flow/design.v
`timescale 1ns / 1ps
module DRAP_Dmemory (data_out, data_in, address, clk, write, read);
	output reg [31: 0] data_out;
	input [31: 0] data_in;
	input [3: 0] address;
	input clk, write,read;
	reg [31: 0] Dmemory [2**7: 0];
	always @ (posedge clk)
		if (read) data_out = Dmemory[address];
	always @ (posedge clk)
		if (write) Dmemory[address] = data_in;
endmodule
$ cat /design/flow/constraint.sdc
current_design DRAP_Dmemory

set clk_period 5.4
set clk_io_pct 0.2

create_clock -name clk0 -period $clk_period [get_ports {clk}]

set non_clock_inputs [all_inputs -no_clocks]
set_input_delay [expr $clk_period * $clk_io_pct] -clock clk0 $non_clock_inputs
set_output_delay [expr $clk_period * $clk_io_pct] -clock clk0 [all_outputs]
$ cat /design/flow/run.sh
#!/bin/bash
# OpenROAD 26Q1-2900-gdf79404cd8, Yosys 0.63+post, stock flow scripts
make -C /OpenROAD-flow-scripts/flow DESIGN_CONFIG=/design/flow/config.mk WORK_HOME=/design/flow/orfs finish
$ cat /design/flow/config.mk
export PLATFORM = sky130hd
export DESIGN_NAME = DRAP_Dmemory
export DESIGN_NICKNAME = DRAP_Dmemory
export VERILOG_FILES = /design/flow/design.v
export SDC_FILE = /design/flow/constraint.sdc
export NUM_CORES = 4
export LEC_CHECK = 1
export CORE_UTILIZATION = 30
export SYNTH_MEMORY_MAX_BITS = 65536
==> run_results.csv <==
group,metric,value,unit
worst_setup_path,cp.arrival,3.23,ns
worst_setup_path,critPathTopFamily,"buffers and inverters",
final_timing,max_freq,0.3344,GHz
final_timing,finalSetupViolCount,0,
global_route,antenna_found_initial,2,
yosys,ys_seq_elements,544,
outcome,status,"completed",
global_route,grt_pass1_wl,63.96,mm
finish,drive_above_1_share,24.95,%
power,cellPowerDensity,366.8,nW/µm²
final_timing,maxSlewHeadroom,49.66,%
routing,route.antenna.remaining_nets,0,
worst_setup_path,max_stage_delay,0.69,ns
global_route,overflow,0,
yosys,ys_sh_adder,0,%
cts,cts_tree,"built",
global_route,grt_pass1_vias,10260,
yosys,synthCells,840,
final_timing,fin_crit_sh,55.38,%
final_timing,timing.setup.tns,0,ns
floorplanning,die_w,261.4,µm
yosys,yosys.area_share.aoi,2.381,%
worst_hold_path,hold_path.class,"flop to flop",
cts,cts_buffers,53,
placement,place.port_buffers,70,
yosys,syn-mean-instance-area,24.03,µm²
power,ir_drop,0.2115,mV
worst_setup_path,path_cells,"clkdlybuf4s50_1, nand3_1, nor2_4, buf_4",
routing,wl,42.73,mm
cts,clock_latency,0.59,ns
routing,drc,0,
placement,place_area,22070,µm²
run,cap_violations,0,
final_timing,hold_viol,0,
worst_setup_path,worst-setup-path-type,"input pin to flop",
placement,dpl.hpwl,22.86,mm
yosys,ys_cells,840,
placement,place.gp.congestion,0.7720,
routing,via_per_inst,4.855,
finish,design_area,23710,µm²
final_timing,rsz0062_at_grt,"false",
worst_setup_path,rrSetupSlack,3.85,ns
cts,post_cts_buffers,0,
cts,htreeDepth,2,
run,openroad.warnings,27,
worst_setup_path,crit_path_max_fanout,19,
routing,diodes,0,
routing,wire_per_inst,23.10,µm
yosys,synth_warnings,1,
floorplanning,rows,94,
worst_setup_path,crit_path_top_delay_cell,"clkdlybuf4s50_1",
power,p_leak,7.286,nW
floorplanning,fp.dieH,261.4,µm
cts,clock-sinks,544,
routing,via_count,8982,
yosys,synth-xor-area-share,0,%
finish,layout_top_cells,"edfxtp_1 (544), mux4_2 (128), clkdlybuf4s50_1 (67), a22oi_1 (64), clkbuf_16 (55)",
cts,cts_buffer_depth,3,
global_route,groute.usage.overall,13.83,%
cts,cts_resized,0,
cts,clk_pin_slew_worst_paths,0.06,ns
worst_setup_path,critPathBufInv,2,
worst_setup_path,startpoint_type,"input pin",
final_timing,worst_pin_slew,0.7551,ns
yosys,yosysUniqueCellTypes,16,
routing,drtIter0Drc,533,
final_timing,drv_slew,0,
worst_setup_path,end_kind,"flop",
yosys,ys_sh_simple,1.252,%
worst_setup_path,required,5.63,ns
yosys,ys_seq_share,80.94,%
cts,root_buffer,"clkbuf_16",
floorplanning,dieArea,68320,µm²
floorplanning,core-area,66220,µm²
floorplanning,ios,71,
yosys,ys_sh_mux,14.28,%
global_route,grt_max_degree,104,
yosys,netlist_area,20180,µm²
finish,area_growth,17.47,%
final_timing,fin_crit,2.991,ns
routing,dr.pass1.iters,18,
yosys,synth_chip_area,20180,µm²
finish,layout_top_cell,"edfxtp_1",
final_timing,finClkSkew,0.01513,ns
floorplanning,core_util_floorplan,30.48,%
cts,cts-hold-fix-buffers,0,
yosys,ys_top_logic_family,"multiplexers",
==> final cells by class <==
type	instances	area [µm²]
repair buffers	94	905.9
fillers	5935	42510
flip-flops and latches	544	16340
clock inverters	31	219.0
multi-input cells	251	3750
well taps	864	1081
clock buffers	66	1418
==> state kept, by name, indices dropped and copies added, names as in the netlist <==
register / count
data_out: 32
Dmemory: 512
==> kinds of logic after synthesis <==
group           Yosys count
compound gates           64
buf+inv                  45
flops                   544
mux                     128
simple gates             59
==> worst paths after layout <==
kind,start,to,cells after the start
worst max register to register,Dmemory[3][31]$_DFFE_PP_,data_out[31]$_DFFE_PP_,3
worst max-delay path,address[3],Dmemory[13][0]$_DFFE_PP_,4
worst min-delay path,Dmemory[14][11]$_DFFE_PP_,data_out[11]$_DFFE_PP_,3
worst min register to register,Dmemory[14][11]$_DFFE_PP_,data_out[11]$_DFFE_PP_,3
==> synthesized netlist by cell type <==
library cell    n  share of area, %
nor3_1          4             0.099
nand3_1         1             0.025
buf_1           1             0.019
buf_2          14              0.35
nor2b_1         2             0.062
nand2b_1        2             0.062
a22oi_1        64               2.4
and2_1          1             0.031
nand2_1        33              0.61
nor2_1         13              0.24
or3b_2          1             0.043
edfxtp_1      544                81
nand3b_1        2             0.074
mux4_2        128                14
buf_6           6              0.33
clkbuf_1       24              0.45
==> stage by stage <==
stage	power (mW)	worst slack, ns	hold WS, ns	std cells	util [%]
after global routing	8.993	2.288	0.7834	1850	35.81
after detailed placement	5.322	1.841	0.7308	1753	33.33
after CTS	8.804	2.461	0.7402	1850	35.81
final	8.696	2.409	0.7382	1850	35.81
after floorplan	5.088	1.069	0.7103	840	-
after global placement	5.315	1.897	0.7323	1753	33.33
==> power by group <==
group / leakage, nW / switching [mW] / total [mW] / internal (mW)
clock network: 0.798 / 1.49 / 3.48 / 1.99
logic: 1.54 / 0.235 / 0.428 / 0.193
registers: 4.94 / 0.0283 / 4.79 / 4.76
==> layer usage <==
metal	wire length [µm]	vias to the layer above	global-route usage [%]
met5	23	-	0.1389
met4	805	4	2.229
met3	6083	65	9.778
met2	20790	528	21.09
met1	15020	4567	16.77
li1	-	3818	-
==> tightest hold or removal path: cells and delay by family (launching register included) <==
kind / cells / cell delay, ns
DFF: 1 / 0.31
muxes: 1 / 0.22
AOI/OAI and AO/OA: 1 / 0.06
and+or+nand+nor: 1 / 0.06
Power is estimated from default activity; no workload was simulated.
