File: design/flow/design.v
`timescale 1ns / 1ps
module DRAP_REGFILE
#(
parameter B = 32,  
W = 5  
)
(input wire clk,
input wire rst, wr_en,
input wire [W-1:0] r_addr1, r_addr2, w_addr,
input wire [B-1:0] w_data,
output wire [B-1:0] r_data1, r_data2);
reg [B-1:0] array_reg [2**W-1:0]; 
always @(posedge clk, posedge rst)
	if (rst)
		begin
			array_reg[5'b00000] <= 32'b00000000_00000000_00000000_00000000;
			array_reg[5'b00001] <= 32'b00000000_00000000_00000000_00000000;
			array_reg[5'b00010] <= 32'b00000000_00000000_00000000_00000000;
			array_reg[5'b00011] <= 32'b00000000_00000000_00000000_00000000;
			array_reg[5'b00100] <= 32'b00000000_00000000_00000000_00000000;
			array_reg[5'b00101] <= 32'b00000000_00000000_00000000_00000000;
			array_reg[5'b00110] <= 32'b00000000_00000000_00000000_00000000;
			array_reg[5'b00111] <= 32'b00000000_00000000_00000000_00000000;
			array_reg[5'b01000] <= 32'b00000000_00000000_00000000_00000000;
			array_reg[5'b01001] <= 32'b00000000_00000000_00000000_00000000;
			array_reg[5'b01010] <= 32'b00000000_00000000_00000000_00000000;
			array_reg[5'b01011] <= 32'b00000000_00000000_00000000_00000000;
			array_reg[5'b01100] <= 32'b00000000_00000000_00000000_00000000;
			array_reg[5'b01101] <= 32'b00000000_00000000_00000000_00000000;
			array_reg[5'b01110] <= 32'b00000000_00000000_00000000_00000000;
			array_reg[5'b01111] <= 32'b00000000_00000000_00000000_00000000;
			array_reg[5'b10000] <= 32'b00000000_00000000_00000000_00000000;
			array_reg[5'b10001] <= 32'b00000000_00000000_00000000_00000000;
			array_reg[5'b10010] <= 32'b00000000_00000000_00000000_00000000;
			array_reg[5'b10011] <= 32'b00000000_00000000_00000000_00000000;
			array_reg[5'b10100] <= 32'b00000000_00000000_00000000_00000000;
			array_reg[5'b10101] <= 32'b00000000_00000000_00000000_00000000;
			array_reg[5'b10110] <= 32'b00000000_00000000_00000000_00000000;
			array_reg[5'b10111] <= 32'b00000000_00000000_00000000_00000000;
			array_reg[5'b11000] <= 32'b00000000_00000000_00000000_00000000;
			array_reg[5'b11001] <= 32'b00000000_00000000_00000000_00000000;
			array_reg[5'b11010] <= 32'b00000000_00000000_00000000_00000000;
			array_reg[5'b11011] <= 32'b00000000_00000000_00000000_00000000;
			array_reg[5'b11100] <= 32'b00000000_00000000_00000000_00000000;
			array_reg[5'b11101] <= 32'b00000000_00000000_00000000_00000000;
			array_reg[5'b11110] <= 32'b00000000_00000000_00000000_00000000;
			array_reg[5'b11111] <= 32'b00000000_00000000_00000000_00000000;
		end
	else
		if (wr_en)
			array_reg[w_addr] <=w_data;
assign r_data1 = array_reg[r_addr1];
assign r_data2 = array_reg[r_addr2];
endmodule
File: design/flow/run.sh
#!/bin/bash
# OpenROAD 26Q1-2900-gdf79404cd8, Yosys 0.63+post, stock flow scripts
make -C /OpenROAD-flow-scripts/flow DESIGN_CONFIG=/design/flow/config.mk WORK_HOME=/design/flow/orfs finish
File: design/flow/constraint.sdc
current_design DRAP_REGFILE

set clk_period 8.4
set clk_io_pct 0.2

create_clock -name clk0 -period $clk_period [get_ports {clk}]

set non_clock_inputs [all_inputs -no_clocks]
set_input_delay [expr $clk_period * $clk_io_pct] -clock clk0 $non_clock_inputs
set_output_delay [expr $clk_period * $clk_io_pct] -clock clk0 [all_outputs]
File: design/flow/config.mk
export PLATFORM = sky130hd
export DESIGN_NAME = DRAP_REGFILE
export DESIGN_NICKNAME = DRAP_REGFILE
export VERILOG_FILES = /design/flow/design.v
export SDC_FILE = /design/flow/constraint.sdc
export NUM_CORES = 4
export LEC_CHECK = 1
export CORE_UTILIZATION = 30
==> out/qor.yml <==
status: "finished, violations left"
violations: "max-capacitance violations, max-slew violations"
ioPinCount: 114
yosysWarnings: 2
grt-ovfl-total: 0
setup_viol: 0
final.setup.worst_slack_ps: 789.1
ir_drop_mv: 0.1694
antenna_found_initial: 14
ys_seq_share_pct: 50.24
whs_ps: 527.5
synth_chip_area_mm2: 0.05100
synth-cells-yosys: 4352
top_area_cell: "dfrtp_1"
most_common_cell: "mux2_2"
worstSetupPathType: "in2out"
skew_ps: 0
worst_pin_slew_ps: 1504
cts_resized: 0
cts_hold_buf: 0
ys.flop_type: "dfrtp_1"
grt_pass1_vias: 43627
grt_max_degree: 120
edf_count: 0
viasPerCell: 6.662
slew_headroom_pct: -0.6686
warning_count: 42
cts_tree: "built"
rsz0062_at_grt: "no"
core_mm2: 0.1680
ys_top_cells_by_count: "1,027 x mux2_2, 1,024 x dfrtp_1, 827 x a22oi_1, 272 x nand2_1, 182 x clkbuf_1"
path_max_fanout: 21
top_area_share_pct: 50.24
synth_area_mm2: 0.05100
clock-root-buffer: "clkbuf_16"
largest_reg_flops: 1024
drcViolationCount: 0
ant_nets: 0
critPathBufInv: 4
crit_path_max_incr_delay_ps: 910
fin_crit_ps: 7611
hold_class: "reg2reg"
routedWlPerCell_um: 39.77
drt_wl_total_mm: 267.6
yosys-top-cells-area: "dfrtp_1 50%, mux2_2 23%, a22oi_1 12%"
numCtsBuffers: 114
firstDrtPassIters: 8
dieWidth_um: 414.3
vias: 44815
synthCells: 4352
cp.arrival_ps: 5930
crit_chain: "clkdlybuf4s50_1, buf_4, nand3_1, nor2_4, buf_12, a22oi_1, nand3_1, nor3_1, a31oi_1, clkdlybuf4s50_1"
hold_viol_final: 0
place.gp.congestion: 1.063
place_ws_ps: 885.5
cts_setup_buffers: 0
syn_to_final_growth_pct: 17.00
grt_first_pass_wirelength_mm: 364.9
cp_slowest_cell: "clkdlybuf4s50_1"
fmax_ghz: 0.1314
end_kind: "output pin"
leakage_uw: 0.02577
fp-utilization_pct: 30.36
clockBufferDepth: 3
async_flop_share_pct: 100.0
finalClockPeriodUsage_pct: 90.61
drv_cap: 1
htreeDepth: 3
drt_iter0_markers: 5725
clkLatencyLatePin_ps: 780
port_buffers: 113
clk_pin_slew_worst_paths_ps: 60
ys_ff: 1024
cp_data_required_time_ps: 6720
yosys.cell_types.count: 57
start_kind: "input port"
slew_violations: 6
avgSynthCellArea_um2: 11.72
cp_top_family: "buffers and inverters"
drive_gt1_share_pct: 35.17
power.density_mw_per_mm2: 236.4
num_rows: 150
dieHeight_um: 414.3
grt.total_usage_pct: 31.52
dieArea_mm2: 0.1717
cts.sinks: 1024
dpl.hpwl_mm: 166.4
[power by group]
part	internal [uW]	total [uW]	switching, uW	leakage, uW
sequential	5890	6910	1020	0.0131
combinational	1040	1980	936	0.0108
clock	3060	5230	2170	0.00190
[layout make-up]
cell class	instances	area, um2
diodes	13	32.53
inverters	5	22.52
multi-input cells	2892	24010
clock inverters	52	606.8
flip-flops and latches	1024	25620
well taps	2204	2758
clock buffers	157	3247
fillers	16137	108300
repair buffers	380	3368
[cell families (layout without fill, tap and decap cells)]
kind of cell	after synthesis	after routing	synth area share, %
compound gates	1078	1078	15.67
buf+inv	436	594	3.893
flops	1024	1024	50.24
mux	1040	1040	22.94
other cells	0	13	0
simple gates	774	774	7.249
[layout by cell type, fill, tap and decap left out, types with 26 or more instances in the layout]
cell	n
clkinv_2	28
clkdlybuf4s50_1	107
nor3_1	61
nand4_1	99
clkbuf_16	116
nand2_1	259
nor2_1	92
nor2_4	74
a22oi_1	827
dfrtp_1	1024
mux2_2	1027
a21oi_1	87
a222oi_1	26
buf_4	246
nand3_1	46
nor4_1	39
[layer usage]
metal | GRT usage (%) | up-vias | wire length [um] | part of all wire, %
met4 | 22.30 | 18 | 25760 | 9.6
li1 | - | 16816 | - | -
met3 | 18.58 | 1500 | 42270 | 16
met5 | 0.1667 | - | 127 | 0.047
met1 | 37.28 | 22443 | 91690 | 34
met2 | 42.55 | 4038 | 107700 | 40
[final timing paths]
check,end,from,cells after the start,slack [ps]
setup / recovery,r_data2[15],r_addr2[0],10,790
hold / removal,array_reg[4][3],array_reg[4][3],1,530
setup reg to reg,array_reg[28][20],array_reg[28][20],1,7470
hold reg to reg,array_reg[4][3],array_reg[4][3],1,530
max in group asynchronous,array_reg[17][11],rst,5,4900
min in group asynchronous,array_reg[20][4],rst,2,1360
[stage by stage]
stage / util [%] / instance area, um2 / TNS, ps / power (uW) / cells
after CTS: 35.51 / 59640 / 0 / 14040 / 6714
final: 35.52 / 59670 / 0 / 14110 / 6727
after global routing: 35.51 / 59640 / 0 / 14510 / 6715
after floorplan: - / 51010 / -7571390 / 7791 / 4352
after detailed placement: 33.21 / 55790 / 0 / 8863 / 6505
after global placement: 33.21 / 55790 / 0 / 8830 / 6505
Power and IR drop assume default switching activity.
